## constraint.sdc

```tcl
current_design AIM_NoC_Router

set clk_period 1.0
set clk_io_pct 0.2

create_clock -name clk0 -period $clk_period [get_ports {clk}]

set non_clock_inputs [all_inputs -no_clocks]
set_input_delay [expr $clk_period * $clk_io_pct] -clock clk0 $non_clock_inputs
set_output_delay [expr $clk_period * $clk_io_pct] -clock clk0 [all_outputs]
```

## run.sh

```bash
#!/bin/bash
# OpenROAD 26Q1-2900-gdf79404cd8, Yosys 0.63+post, stock flow scripts
make -C /OpenROAD-flow-scripts/flow DESIGN_CONFIG=/design/flow/config.mk WORK_HOME=/design/flow/orfs finish
```

## design.v

```verilog
module AIM_NoC_Router #(
    parameter DATA_WIDTH = 64
)(
    input clk,
    input reset,
    input  [DATA_WIDTH-1:0] in_n, in_s, in_e, in_w,
    output [DATA_WIDTH-1:0] out_n, out_s, out_e, out_w,
    input  [DATA_WIDTH-1:0] local_in,
    output [DATA_WIDTH-1:0] local_out
);
    reg [DATA_WIDTH-1:0] buf_n, buf_s, buf_e, buf_w, buf_local;
    always @(posedge clk or posedge reset) begin
        if (reset) begin
            buf_n <= 0; buf_s <= 0; buf_e <= 0; buf_w <= 0; buf_local <= 0;
        end else begin
            buf_n     <= local_in;
            buf_local <= in_n;
            buf_s     <= in_s;
            buf_e     <= in_e;
            buf_w     <= in_w;
        end
    end
    assign out_n     = buf_n;
    assign out_s     = buf_s;
    assign out_e     = buf_e;
    assign out_w     = buf_w;
    assign local_out = buf_local;
endmodule
```

## config.mk

```make
export PLATFORM = sky130hd
export DESIGN_NAME = AIM_NoC_Router
export DESIGN_NICKNAME = AIM_NoC_Router
export VERILOG_FILES = /design/flow/design.v
export SDC_FILE = /design/flow/constraint.sdc
export NUM_CORES = 4
export LEC_CHECK = 1
export CORE_AREA = 10 10 251 251
export DIE_AREA = 0 0 261 261
```

==> run notes <==
flow finished, numbers: DRC errors left 0, share of the synthesized area in the top cell type 1.00, crit path launch buf_e[48]$_DFF_PP0_, yosys stat chip area around 8000 µm², critical path launch point type register, first-pass GRT wire length ~42000 µm, Crit path buffers/inverters 1, CTS Buffer Depth 3, I/O Pins ~640, clock share of power 0.436, sum of negative setup slack -59.41 ns, CTS Sinks approximately 320, CP cell instances buf_2, initial antenna violation count 1, CTS resizes 1060, dpl cells between 1500 and 2000, post-synthesis instance total around 320, TritonRoute pass-1 iters 4, Post-Place Cell Area 15800 µm², Finish-stage setup viols ~320, data arrival time of the worst path a little over 1 ns, Die Span Y 261 µm, Tool Warnings 28, sequential share of power 0.483, logic area 0 µm², H-tree depth reported by CTS 2, IO buf count roughly 640, WL per Instance between 15 and 20 µm, largest net degree at the start of global routing 25, failing checks negative setup slack, Net Switching between 0.005 and 0.006 W, Root Buffer clkbuf_16, DRT iter0 DRCs between 100 and 150, Worst Path Max Fanout 1, vias in the first global route ~6200, Worst path slowest cell dfrtp_1, Post-Syn Area roughly 8000 µm², critical path endpoint out_e[48], Top cells excl fill/tap clkdlybuf4s50_1 (321), dfrtp_1 (320), buf_2 (320), clkbuf_16 (37), buf_4 (25), Die W 261 µm, ant diodes 0, Synth Register Bits about 320, Area Growth Syn to Fin 90.8%, Avg Inst Size Synth ~25 µm², max frequency 822 MHz, slowest stage delay, CP around 0.37 ns, period utilization 1.22, Fin. Hold Viols 0, filler cell count 5842, ranking of synthesized cells by area dfrtp_1 (100%), inv_1 (0.047%), total core area 57600 µm², cell taking the most area after synthesis dfrtp_1, relative slew slack 0.871, grt ovf 0, Final Wtd Congestion 0.833, Combinational Gates 0, Pwr Density around 1900 nW/µm², Synth cell types 2, max-cap check violation count 0, share of layout cells above drive strength 1 0.383, Antenna Violating Nets Remaining 0, yosys warning tally 1, Worst Path Required 0.80 ns, Commonest Layout Cell clkdlybuf4s50_1, Pwr Total approximately 0.028 W, setup bufs post-CTS 0, Leak approximately 7.0 nW, Tmin final between 1 and 1.5 ns, power share of the combinational group 0.081, Initial Utilization 0.139, Power Internal approximately 0.023 W, DPL Wire Length between 20000 and 25000 µm, yosys cell count 321, Finished Cell Area around 15000 µm², routed via count ~5500, cell row count between 80 and 90, final wirelength slightly above 30000 µm, CTS tree yes, Stages on worst setup path 1, GRT Util Overall 0.0837, CTS Buf Count 34, CP endpoint kind primary output, Peak VDD IR 1.30 mV, pin slew with the least headroom to its limit 0.194 ns, Total Die Area between 60000 and 70000 µm², Sw Share 0.194, kind of critical path register to primary output, CP top delay family flip-flops, HP Class input pin to register, unrepaired setup endpoints after global routing true, final setup margin -0.216 ns, Max Slew Vio Count 0, final cell count without fillers between 1500 and 2000, cts hold-fix bufs 0, Synth Seq Share 1.00, outcome complete, but fails checks, via/cell ratio between 3 and 4, clock slew at reported path FFs roughly 0.060 ns
==> power groups by stage <==
| stage | registers [W] | clock network [W] | logic [W] |
|---|---|---|---|
| global route | 0.0138 | 0.0135 | 0.00252 |
| finish | 0.0138 | 0.0124 | 0.00230 |
| CTS | 0.0138 | 0.0129 | 0.00239 |
==> metal layers <==
metal | track usage | part of all wire | vias up
li1 | - | - | 2412
met5 | 0 | 0.00023 | -
met4 | 0.0239 | 0.032 | 2
met3 | 0.0373 | 0.11 | 51
met2 | 0.145 | 0.52 | 336
met1 | 0.0917 | 0.34 | 2667
==> stage by stage <==
stage          utilization  worst slack [ns]  hold WS [ns]
2_1_floorplan            -             -3.47         0.231
3_3_place_gp         0.274            -0.102         0.645
3_5_place_dp         0.274            -0.120         0.648
4_1_cts              0.265            -0.272        0.0604
5_1_grt              0.265            -0.281        0.0718
6_report             0.265            -0.216         0.110
==> final cells by class <==
type / count / area [µm²] / area share
tap: 765 / 957 / 0.0626
timing repair buffer: 675 / 5180 / 0.339
clock buffer: 56 / 1100 / 0.0718
sequential: 320 / 8010 / 0.524
clock inverter: 2 / 35.0 / 0.00229
inverter: 1 / 7.51 / 0.000491
==> registers in the layout, indices dropped and copies added, names as in the netlist <==
| register | flops |
|---|---|
| buf_e | 64 |
| buf_local | 64 |
| buf_n | 64 |
| buf_s | 64 |
| buf_w | 64 |
==> cells in the mapped netlist <==
master,instances
dfrtp_1,320
inv_1,1
==> worst min-delay path by stage <==
| stage | endpoint | from | slack, ns | cells past startpoint |
|---|---|---|---|---|
| 4_1_cts | buf_s[27]$_DFF_PP0_ | in_s[27] | 0.06 | 1 |
| 5_1_grt | buf_local[44]$_DFF_PP0_ | in_n[44] | 0.07 | 1 |
| 6_report | buf_w[2]$_DFF_PP0_ | in_w[2] | 0.11 | 1 |
==> cell families after synthesis <==
kind of cell           after synthesis  share of synthesized area
DFF                                320                       1.00
buffers and inverters                1                   0.000468
Power is estimated from default activity; no workload was simulated.
