### ./config.mk
export PLATFORM = sky130hd
export DESIGN_NAME = AIM_AXI_Regs
export DESIGN_NICKNAME = AIM_AXI_Regs
export VERILOG_FILES = /design/flow/design.v
export SDC_FILE = /design/flow/constraint.sdc
export NUM_CORES = 4
export LEC_CHECK = 1
export CORE_UTILIZATION = 50
### ./constraint.sdc
current_design AIM_AXI_Regs

set clk_period 9.9
set clk_io_pct 0.2

create_clock -name clk0 -period $clk_period [get_ports {clk}]

set non_clock_inputs [all_inputs -no_clocks]
set_input_delay [expr $clk_period * $clk_io_pct] -clock clk0 $non_clock_inputs
set_output_delay [expr $clk_period * $clk_io_pct] -clock clk0 [all_outputs]
### ./design.v
module AIM_AXI_Regs #(
    parameter DATA_WIDTH = 32
)(
    input clk,
    input reset,
    input [3:0]  awaddr,
    input        awvalid,
    output       awready,
    input [3:0]  wstrb,
    input [DATA_WIDTH-1:0] wdata,
    input        wvalid,
    output       wready,
    output [1:0] bresp,
    output       bvalid,
    input        bready,
    input [3:0]  araddr,
    input        arvalid,
    output       arready,
    output [DATA_WIDTH-1:0] rdata,
    output [1:0] rresp,
    output       rvalid,
    input        rready,
    output reg [31:0] instr_out,
    output reg [31:0] data_out,
    input      [31:0] result_in,
    input             result_valid
);
    reg [31:0] instr_reg, data_reg, result_reg;
    reg        status_reg;
    assign awready = 1; assign wready = 1; assign bresp = 2'b00; assign bvalid = 1;
    assign arready = 1; assign rresp = 2'b00; assign rvalid = 1;
    always @(posedge clk or posedge reset) begin
        if (reset) begin
            instr_reg <= 0; data_reg <= 0; result_reg <= 0; status_reg <= 0;
        end else begin
            if (awvalid && wvalid) begin
                case (awaddr)
                    4'h0: instr_reg <= wdata;
                    4'h4: data_reg  <= wdata;
                endcase
            end
            if (result_valid) begin
                result_reg <= result_in;
                status_reg <= 1;
            end
            if (arvalid && araddr == 4'hC && rready) status_reg <= 0;
        end
    end
    assign rdata = (araddr == 4'h0) ? instr_reg :
                   (araddr == 4'h4) ? data_reg  :
                   (araddr == 4'h8) ? result_reg :
                   (araddr == 4'hC) ? {31'b0, status_reg} : 32'b0;
    always @(*) begin
        instr_out = instr_reg;
        data_out  = data_reg;
    end
endmodule
### ./run.sh
#!/bin/bash
# OpenROAD 26Q1-2900-gdf79404cd8, Yosys 0.63+post, stock flow scripts
make -C /OpenROAD-flow-scripts/flow DESIGN_CONFIG=/design/flow/config.mk WORK_HOME=/design/flow/orfs finish
==> results.sh <==
# physical design summary
export IMPL_fillers=606
export IMPL_status="complete, no violations"
export IMPL_slew_viol_final=0
export IMPL_syn_area_sq_mm=0.00454
export IMPL_yosys_cell_count_top_type="dfrtp_1"
export IMPL_seq_area_sq_mm=0.00243
export IMPL_yosysWarnings=1
export IMPL_rows=34
export IMPL_fin_worst_skew_ps=0
export IMPL_cts_clk_slew_worst_paths_ps=90
export IMPL_final_instance_count_excl_fill=644
export IMPL_io_pins=189
export IMPL_fin_crit_ps=5960
export IMPL_fin_util_pct=73.7
export IMPL_cts_tree="done"
export IMPL_power_total_w=0.000972
export IMPL_cts_buffers=9
export IMPL_required_ps=7920
export IMPL_worst_pin_slew_ps=697
export IMPL_drc=0
export IMPL_grt_max_degree=57
export IMPL_area_combinational_sq_mm=0.00192
export IMPL_grt_setup_unrepaired="no"
export IMPL_clock_latency_ps=350
export IMPL_synthCells=364
export IMPL_fin_tns_setup_ps=0
export IMPL_viasPerCell=5.30
export IMPL_slowest_delay_ps=550
export IMPL_grt_busiest_layer="met2"
export IMPL_antenna_cells=0
export IMPL_use_met1_pct=39.0
export IMPL_synth_cells_yosys=364
export IMPL_start_kind="input port"
export IMPL_cellPowerDensity_mw_per_mm2=151
export IMPL_grt_pass1_wl_um=18200
export IMPL_crit_start="araddr[1]"
export IMPL_pwr_share_seq_pct=51.9
export IMPL_cts_setup_buffers=0
export IMPL_dieArea_sq_mm=0.00947
export IMPL_internal_power_w=0.000742
export IMPL_endpoint_kind="primary output"
export IMPL_wl_per_cell_um=17.0
export IMPL_peakVddDrop_uv=126
export IMPL_pwr_share_clk_pct=23.5
export IMPL_clock_sinks=97
export IMPL_dr_first_iter_drc_count=118
export IMPL_max_freq_ghz=0.168
export IMPL_grt_met2_usage_pct=39.0
export IMPL_postRouteWirelength_um=11000
export IMPL_synthArstFlopShare_pct=100
export IMPL_hold_buffers=0
export IMPL_slowest_stage="or4_1"
export IMPL_dp_hpwl_um=7000
export IMPL_period_used_pct=60.2
export IMPL_r2r_start="instr_reg[27]$_DFFE_PP0P_"
export IMPL_top_area_cell="dfrtp_1"
export IMPL_ys_types=22
export IMPL_dr_pass1_iters=4
export IMPL_crit_top_cell="clkdlybuf4s50_1"
export IMPL_initCoreUtil_pct=51.8
export IMPL_openroad_warnings=31
export IMPL_antenna_found_initial=0
export IMPL_setup_viol=0
export IMPL_hold_class="reg -> reg"
export IMPL_fp_dieW_um=97.3
export IMPL_power_switching_w=0.000230
export IMPL_slew_headroom_pct=53.5
export IMPL_yosys_stat_seqShare_pct=53.4
export IMPL_crit_type="in -> out"
export IMPL_drive_above_1_share_pct=23.7
export IMPL_htree_levels=3
export IMPL_io_buffer_count=174
export IMPL_avgSynthCellArea_sq_um=12.5
export IMPL_synthFlopType="dfrtp_1"
export IMPL_vias=3410
export IMPL_design_core_area_sq_mm=0.00876
export IMPL_gp_congestion=0.773
export IMPL_sw_frac_of_total_pct=23.7
export IMPL_grt_total_usage_pct=25.3
export IMPL_first_global_vias=3518
export IMPL_yosysChipArea_sq_mm=0.00454
export IMPL_postRouteAntennaNets=0
export IMPL_overflow=0
export IMPL_edf_count=0
export IMPL_synth_flops=97
export IMPL_finalHoldViolCount=0
export IMPL_hold_start="result_reg[6]$_DFFE_PP0P_"
export IMPL_top_cell_area_share_pct=53.4
export IMPL_power_leakage_nw=2.84
export IMPL_cts_root_buf="clkbuf_8"
export IMPL_crit_arrival_ps=3980
export IMPL_grt_util_met3_pct=7.25
export IMPL_synth_area_top_cells="dfrtp_1, mux2_2, mux2_4, a21oi_1, o21ai_0"
export IMPL_yosys_top_cells_count="dfrtp_1, mux2_2, mux2_4"
export IMPL_pwr_share_comb_pct=24.5
export IMPL_cp_cell_sequence="clkdlybuf4s50_1 -> or4_1 -> buf_4 -> nor2_1 -> a21oi_1 -> clkdlybuf4s50_1"
export IMPL_cap_violations=0
export IMPL_syn_to_final_growth_pct=42.2
export IMPL_die_height_um=97.3
export IMPL_cts_resized=0
export IMPL_clockBufferDepth=2
export IMPL_worstPathMaxFanout=31
export IMPL_dp_cells=629
-- logic make-up after synthesis --
group	synth area share (%)
flip-flops	53.4
AND-OR/OR-AND	7.05
buffers and inverters	5.23
other	0.165
AND/OR/NAND/NOR	7.08
multiplexers	27.0
-- path summary, 6_finish.rpt --
check	to	slack [ps]	cells past startpoint
setup / recovery	rdata[15]	3940	6
hold / removal	result_reg[6]$_DFFE_PP0P_	510	1
setup reg to reg	instr_reg[27]$_DFFE_PP0P_	9120	1
hold reg to reg	result_reg[6]$_DFFE_PP0P_	510	1
max in group asynchronous	result_reg[1]$_DFFE_PP0P_	6760	3
min in group asynchronous	data_reg[17]$_DFFE_PP0P_	2030	2
-- final cells by class --
| type | instances | area share (%) |
|---|---|---|
| clock buffer | 11 | 2.19 |
| clock inverter | 4 | 0.465 |
| inverter | 2 | 0.155 |
| multi-input combinational | 240 | 29.7 |
| sequential | 97 | 37.6 |
| tap | 108 | 2.09 |
| timing repair buffer | 182 | 27.8 |
-- worst max-delay path: cells and delay by family --
kind / cells / cell delay (ps)
buf+inv: 3 / 1240
simple gates: 2 / 700
compound gates: 1 / 60
-- cells in the final DEF (no fill, tap or decap), types with 2 or more instances in the layout --
cell	netlist	layout
nand3_2	2	2
clkinv_4	0	2
buf_4	9	8
o21ai_0	31	31
clkbuf_8	0	10
nand2_1	31	31
clkdlybuf4s50_1	0	173
mux2_2	63	63
nor2_1	31	31
conb_1	2	9
a21oi_1	31	31
mux2_4	33	33
dfrtp_1	97	97
-- per-stage QoR --
stage | cell area [sq um] | hold WS, ps | setup slack, ps
detailed placement | 6290 | 495 | 3940
CTS | 6460 | 514 | 3930
floorplan | 4570 | 474 | 5060
global route | 6460 | 528 | 3830
finish | 6460 | 511 | 3940
global placement | 6290 | 488 | 3970
-- power groups by stage --
stage | combinational, W | clock (W) | sequential [W]
after CTS | 0.000242 | 0.000237 | 0.000505
after global routing | 0.000258 | 0.000254 | 0.000515
final | 0.000239 | 0.000229 | 0.000505
-- routing by layer --
| layer | share of wire, % | vias to the layer above | wire length, um |
|---|---|---|---|
| li1 | - | 1583 | - |
| met1 | 43 | 1680 | 4720 |
| met2 | 47 | 132 | 5170 |
| met3 | 8.2 | 15 | 899 |
| met4 | 1.6 | 0 | 179 |
| met5 | 0 | - | 0 |
Power and IR drop assume default switching activity.
