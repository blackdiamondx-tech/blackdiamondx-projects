==> design/flow/design.v <==
module AIM_InstructionDecoder(
    input  [31:0] instr,
    output        is_ai,
    output        is_graphics,
    output [5:0]  opcode,
    output [3:0]  ai_type,
    output [3:0]  gfx_type,
    output [7:0]  src_reg,
    output [7:0]  dst_reg,
    output [7:0]  imm
);
    assign is_ai       = (instr[31:28] == 4'b0001);
    assign is_graphics = (instr[31:28] == 4'b0010);
    assign ai_type  = is_ai       ? instr[27:24] : 4'b0;
    assign gfx_type = is_graphics ? instr[27:24] : 4'b0;
    assign opcode   = instr[23:18];
    assign src_reg = instr[17:10];
    assign dst_reg = instr[9:2];
    assign imm     = instr[7:0];
endmodule
==> design/flow/run.sh <==
#!/bin/bash
# OpenROAD 26Q1-2900-gdf79404cd8, Yosys 0.63+post, stock flow scripts
make -C /OpenROAD-flow-scripts/flow DESIGN_CONFIG=/design/flow/config.mk WORK_HOME=/design/flow/orfs finish
==> design/flow/config.mk <==
export PLATFORM = sky130hd
export DESIGN_NAME = AIM_InstructionDecoder
export DESIGN_NICKNAME = AIM_InstructionDecoder
export VERILOG_FILES = /design/flow/design.v
export SDC_FILE = /design/flow/constraint.sdc
export NUM_CORES = 4
export LEC_CHECK = 1
export CORE_AREA = 10 10 70 70
export DIE_AREA = 0 0 80 80
==> design/flow/constraint.sdc <==
current_design AIM_InstructionDecoder

set clk_period 1.4
set clk_io_pct 0.2

create_clock -name clk0 -period $clk_period

set non_clock_inputs [all_inputs -no_clocks]
set_input_delay [expr $clk_period * $clk_io_pct] -clock clk0 $non_clock_inputs
set_output_delay [expr $clk_period * $clk_io_pct] -clock clk0 [all_outputs]
==> flow_summary.ini <==
; yosys + openroad results
[status]
status = finished, final reports clean

[detailed_routing]
first_pass_iters = 2
vias_per_cell = 2.53
wl_per_cell_um = 9.06
drc = 0
ant_nets = 0
via_count = 205
drt_iter0_markers = 5
antenna_cells = 0
wl_um = 734

[pwr]
ir_drop_v = 0.0000147
total_power_uw = 48.9
p_leak_nw = 0.195
pwr_density_cell_nw_per_um2 = 144

[global_routing]
overflow = 0
grt_max_degree = 6
antenna_found_initial = 0
grt_pass1_vias = 207
track_usage = 0.0178
grt_pass1_wl_um = 993

[flow_run]
drv_cap = 0
tool_warnings = 32

[timing]
tightest_slew_ns = 0.175
slew_headroom = 0.883
period_needed_ns = 1.36
finalCritPeriodShare = 0.972
fmax_ghz = 0.735
hold_viol_final = 0
setup_violations = 0
report.final.slew_viol_count = 0
hold_slack_ns = 0.560
rsz0062_at_grt = no

[finish]
n_clock_buffer = 0
regArea_um2 = 0
ff_count = 0
most-common-layout-cells = 11 x dlygate4sd2_1, 7 x and3_1, 4 x buf_2
drive_gt1_frac = 0.371
lay_top_count = dlygate4sd2_1
syn_to_final_growth_pct = 7.94

[logic_synthesis]
synthTopCellsByArea = buf_4 71%, and3_1 16%, and2_1 4.0%
synth_cells = 43
syn_area_um2 = 315
yosysWarningCount = 0
ys_area_um2 = 315
synth_cell_types = 6
ys_seq_frac = 0
yosys_cells = 43
top_area_cell = buf_4
synth_area_per_cell_um2 = 7.33
synth_top_area_share = 0.714

[critical_path]
worstSetupStartpoint = instr[27]
path_depth = 3
cp.required_ns = 1.12
crit_chain = clkdlybuf4s50_1 -> and3_1 -> dlygate4sd2_1
cp_slowest_stage_delay_ns = 0.46
end_kind = primary output
critPathSlowestCell = clkdlybuf4s50_1
setup.worst_path.end = ai_type[3]
critPathTopFamily = buffers and inverters
arrival_ns = 1.08
path_buffers = 2
path_class = input port to primary output
start_kind = input port
cp_max_fo = 2

[die]
die_y_um = 80
design.core.area_um2 = 3420
initCoreUtil = 0.0923
dieArea_um2 = 6400
fp.dieW_um = 80
io_pins = 72
row_count = 21

[placement]
portBuffers = 18
place_congestion = 0.766

[worst_hold_path]
hold_class = input port to primary output
-- Yosys cell counts (all sizes together) --
cell type / n
and2: 2
and2b: 1
and3: 8
buf: 30
nor2: 1
nor2b: 1
-- per-stage QoR --
stage                     TNS [ns]  cells  area (µm²)    util  setup slack, ns
after floorplan                  0     43         315       -            0.519
after CTS                        0     81         340  0.0996           0.0296
after detailed placement     -4.60     77         328  0.0960           -0.488
after global routing             0     81         340  0.0996          0.00179
final                            0     81         340  0.0996           0.0387
after global placement       -4.46     77         328  0.0960           -0.473
-- repair_timing --
item | 4_1_cts | 5_1_grt
setup endpoints to repair | 10 | 0
gates resized | 36 | 0
hold buffers | 0 | 0
buffers inserted | 3 | 0
-- per-layer routing --
metal	vias to the layer above	share of wire	GRT usage
met5	-	0	0
met4	0	0.044	0.0123
met3	14	0.27	0.0125
met2	21	0.32	0.0249
met1	78	0.37	0.0185
li1	92	-	-
-- layout make-up --
class                           count  area, µm²
Fill cell                         401       3080
Multi-Input combinational cell     14        110
Tap cell                           46       57.6
Timing Repair Buffer               21        173
-- power by group --
part           internal, mW  switching, mW
clock network             0              0
registers                 0              0
logic                0.0308         0.0181
total                0.0308         0.0181
-- worst min path at each step --
stage | start | to | slack [ns] | cells after the start
global route | instr[0] | imm[0] | 0.56 | 0
finish | instr[0] | imm[0] | 0.56 | 0
CTS | instr[18] | opcode[0] | 0.56 | 0
-- kinds of logic (layout without fill, tap and decap cells) --
kind of cell | count (synthesis) | in the layout | share of synthesized area
buffers and inverters | 30 | 21 | 0.714
AND/OR/NAND/NOR | 13 | 14 | 0.286
No activity file was given, so power comes from the tool's default toggle rates.
